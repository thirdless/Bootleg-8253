**design/flow/design.v**
```verilog
module ADD (di, do);
	input [15:0] di;
	output [15:0] do;
	assign do = {1'b0, di[15:1]} + {15'b0, di[0]} - 1;
endmodule
module CMP (di1, di2, do_inegal, do_egal);
	input [15:0] di1, di2;
	output do_egal, do_inegal;
	assign do_egal = (di1 == di2);
	assign do_inegal = (di1 < di2);
endmodule
module CNT (clk, reset, inc, do);
	input clk, reset, inc;
	output reg [15:0] do;
	always @(posedge clk)
		if(reset)
			do <= 16'b0;
		else
			do <= do + inc;
endmodule
module CONTROL (clk, reset, plnif, plmodif, p1, p2, os, c1, plnact, valid, osa, resinit);
    input clk, reset, plnif, plmodif, p1, p2, os, c1, plnact;
    output reg valid, osa, resinit;
    wire mod0;
    reg [3:0] cs, ns;
    parameter S0 = 4'b0000;
    parameter S1 = 4'b0001;
    parameter S2 = 4'b0010;
    parameter S3 = 4'b0011;
    parameter S4 = 4'b0100;
    parameter S5 = 4'b0101;
    parameter S6 = 4'b0110;
    parameter S7 = 4'b0111;
    parameter S8 = 4'b1000;
    parameter S9 = 4'b1001;
    parameter S10 = 4'b1010;
    assign mod0 = !(p1 || p2 || os);
    always @(posedge clk)
        if(reset)
            cs <= S0;
        else
            cs <= ns;
    always @(cs)
        casex(cs)
            4'b00x0, 4'b0001: {valid, osa, resinit} = 3'b000;
            4'b0011: {valid, osa, resinit} = 3'b101;
            4'b0111: {valid, osa, resinit} = 3'b110;
            4'b010x, 4'b0110, 4'b100x, 4'b1010: {valid, osa, resinit} = 3'b100;
            default: {valid, osa, resinit} = 3'b000;
        endcase
    always @(cs or plnif or plmodif or p1 or p2 or os or c1 or plnact)
        casex({cs, plnif, plmodif, p1, p2, os, c1, plnact})
            12'b0000_00xxxxx: ns = S0;
			12'b0000_10xxxxx: ns = S1;
			12'b0000_01xxxxx: ns = S2;
			12'b0001_x0xxxxx: ns = S1;
			12'b0001_x1xxxxx: ns = S3;
			12'b0010_0xxxxxx: ns = S2;
			12'b0010_1xxxxxx: ns = S3;
			12'b0011_xx1xxxx: ns = S5;
			12'b0011_xx01xxx: ns = S6;
			12'b0011_xx001xx: ns = S7;
			12'b0011_xx000xx: ns = S4;
			12'b0100_xx1xxxx: ns = S5;
			12'b0100_xx01xxx: ns = S6;
			12'b0100_xx001xx: ns = S7;
			12'b0100_xx000xx: ns = S4;
            12'b0101_xx0001x: ns = S4;
			12'b0101_xxxxx0x: ns = S5;
			12'b0101_xx1xx1x: ns = S5;  
			12'b0101_xxx1x1x: ns = S6;
			12'b0101_xxxx111: ns = S7;
			12'b0101_xxxx1x0: ns = S8;
            12'b0110_xx0001x: ns = S4;
			12'b0110_xx1xx1x: ns = S5;
			12'b0110_xxxxx0x: ns = S6;
			12'b0110_xxx1x1x: ns = S6;
			12'b0110_xxxx111: ns = S7;
			12'b0110_xxxx1x0: ns = S8;
            12'b0111_xx0001x: ns = S4;
			12'b0111_xx1xx11: ns = S5;
			12'b0111_xxx1x11: ns = S6;
			12'b0111_xxxxx0x: ns = S7;
			12'b0111_xxxx111: ns = S7;
			12'b0111_xxxx110: ns = S8;
			12'b0111_xxx1xx0: ns = S9;
			12'b0111_xx1xxx0: ns = S10;
            12'b1000_xx000xx: ns = S4;
			12'b1000_xx1xxx1: ns = S5;
			12'b1000_xxx1xx1: ns = S6;
			12'b1000_xxxx1x1: ns = S7;
			12'b1000_xxxx1x0: ns = S8;
			12'b1000_xxx1xx0: ns = S9;
			12'b1000_xx1xxx0: ns = S10;
            12'b1001_xx000xx: ns = S4;
			12'b1001_xx1xxx1: ns = S5;
			12'b1001_xxx1xx1: ns = S6;
			12'b1001_xxxx1x1: ns = S7;
			12'b1001_xxxx1x0: ns = S8;
			12'b1001_xxx1xx0: ns = S9;
			12'b1001_xx1xxx0: ns = S10;
			12'b1010_xx000xx: ns = S4;
			12'b1010_xx1xxx1: ns = S5;
			12'b1010_xxx1xx1: ns = S6;
			12'b1010_xxxx1x1: ns = S7;
			12'b1010_xxxx1x0: ns = S8;
			12'b1010_xxx1xx0: ns = S9;
			12'b1010_xx1xxx0: ns = S10;
            default: ns = S0;
        endcase
endmodule
module DEC (di, do1, do2);
	input [15:0] di;
	output [15:0] do1, do2;
	assign do1 = di - 1;
	assign do2 = di - 2;
endmodule
module LC (in, P1, P2, OS);
    input [2:0] in;
    output reg P1, P2, OS;
    initial begin
        {P1, P2, OS} = 3'b000;
    end
    always @(in)
    begin
        if (in[2])
            P1 = 1;
        else
            begin
                if (in[1]) 
                    P2 = 1;
                else
                    OS = 1;
            end
    end
endmodule
module MUX_1_2_16B (di1, di0, sel, do);
	input sel;
	input [15:0] di1, di0;
	output [15:0] do;
	assign do = sel ? di1 : di0;
endmodule
module MUX_1_2_3B (di1, di0, sel, do);
	input sel;
	input [2:0] di1, di0;
	output [2:0] do;
	assign do = sel ? di1 : di0;
endmodule
module OUT_GEN (valid, p1, p2, os, osa, c1, ch, out);
    input valid, p1, p2, os, osa, c1, ch;
    output reg out;
    always @(valid or p1 or p2 or os or osa or c1 or ch)
        casex({valid, p1, p2, os, osa})
            5'b0xxxx: out = 1'b0;
            5'b11xxx: out = ch;
            5'b101xx: out = c1;
            5'b10011: out = c1;
            5'b10010: out = 1'b0;
            default: out = 1'b0;
        endcase
endmodule
module RMOD (clk, reset, pl, di, do);
	input clk, reset, pl;
	input [2:0] di;
	output reg [2:0] do;
	always @(posedge clk)
		if(reset)
			do <= 3'b0;
		else
			if(pl)
				do <= di;
endmodule
module RMODIF (data, PLMODIF, reset, clk, out);
    input PLMODIF, reset, clk;
    input [2:0] data;
    output reg [2:0] out;
    always @(posedge clk)
		if(reset)
			out <= 3'b0;
		else
			if(PLMODIF)
				out <= data;
endmodule
module RN (clk, reset, pl, di, do);
	input clk, reset, pl;
	input [15:0] di;
	output reg [15:0] do;
	always @(posedge clk)
		if(reset)
			do <= 16'b0;
		else
			if(pl)
				do <= di;
endmodule
module RNIF (data, plnif, reset, clk, out);
    input plnif, clk, reset;
    input [15:0] data;
    output reg [15:0] out;
    always @(posedge clk)
    begin
        if(reset)
        begin
            out <= 16'b0;
        end else begin
            if(plnif) begin
                out <= data;
            end
        end
    end
endmodule
module TIMER (clk, reset, di, cs, wr, a0, out);
    input clk, reset, cs, wr, a0;
    input [15:0] di;
    output out;
    wire VOID;
    wire [15:0] VOID16;
    wire resinit, plnif, plmodif, valid, plrn, plrmod, p1, p2, os, osa, c1, c2, ch, inccnt, rescnt, respln, plnact, resplmod, plmodact;
    wire [2:0] rmodif_out, mux3_out, rmod_out, data_mux3;
    wire [15:0] rnif_out, mux16_out, rn_out, add_out, dec1_out, dec2_out, dec3_out, outcnt;
    assign plnif = cs && wr && !a0;
    assign plmodif = cs && wr && a0;
    assign plrn = (!valid && plnif) || (valid && (((p1 || p2) && c1) || (os && osa && plnact && c1) || (os && !osa && plnif)));
    assign plmod = (!valid && plmodif) || (valid && (((p1 || p2) && c2) || (os && osa && plmodact && c2) || (os && !osa && plmodif) || ((!(p1 || p2 || os)) && plnif)));
    assign respln = reset || (valid && (((p1 || p2) && c1) || (os && osa && c1)));
    assign resplmod = reset || valid && ((p1 || p2) && c1 || os && osa && c1);
    assign rescnt = reset || (valid && c1) || resinit;
    assign inccnt = valid && (p1 || p2 || osa);
    ADD ADD(rn_out, add_out);
    CONTROL CONTROL(clk, reset, plnif, plmodif, p1, p2, os, c1, plnact, valid, osa, resinit);
    CMP CMP1(dec1_out, outcnt, c1, VOID);
    CMP CMP2(dec2_out, outcnt, c2, VOID);
    CMP CMP3(dec3_out, outcnt, ch, VOID);
    CNT CNT(clk, reset, inccnt, outcnt);
    DEC DEC1(rn_out, dec1_out, VOID16);
    DEC DEC2(dec1_out, dec2_out, VOID16);
    DEC DEC3(add_out, dec3_out, VOID16);
    LC LC(rmod_out, p1, p2, os);
    MUX_1_2_3B MUX_1_2_3B(rmodif_out, data_mux3, valid, mux3_out);
    MUX_1_2_16B MUX_1_2_16B(rnif_out, di, valid, mux16_out);
    RMOD RMOD(clk, reset, plrmod, mux3_out, rmod_out);
    RMODIF RMODIF(data_mux3, plmodif, reset, clk, rmodif_out);
    RN RN(clk, reset, plrn, mux16_out, rn_out);
    RNIF RNIF(di, plnif, reset, clk, rnif_out);
    OUT_GEN OUT_GEN(valid, p1, p2, os, osa, c1, ch, out_value);
    assign out = out_value;
endmodule
```
**design/flow/run.sh**
```bash
#!/bin/bash
# OpenROAD 26Q1-2900-gdf79404cd8, Yosys 0.63+post, stock flow scripts
make -C /OpenROAD-flow-scripts/flow DESIGN_CONFIG=/design/flow/config.mk WORK_HOME=/design/flow/orfs finish
```
**design/flow/config.mk**
```make
export PLATFORM = sky130hd
export DESIGN_NAME = TIMER
export DESIGN_NICKNAME = TIMER
export VERILOG_FILES = /design/flow/design.v
export SDC_FILE = /design/flow/constraint.sdc
export NUM_CORES = 4
export LEC_CHECK = 1
export CORE_UTILIZATION = 50
```
**design/flow/constraint.sdc**
```tcl
current_design TIMER

set clk_period 5.8
set clk_io_pct 0.2

create_clock -name clk0 -period $clk_period [get_ports {clk}]

set non_clock_inputs [all_inputs -no_clocks]
set_input_delay [expr $clk_period * $clk_io_pct] -clock clk0 $non_clock_inputs
set_output_delay [expr $clk_period * $clk_io_pct] -clock clk0 [all_outputs]
```
==> flow_summary_export.csv <==
group,metric,value,unit
cts,numCtsBuffers,5,
grt,grt_max_degree,53,
pwr,seq_power_share,51.5,%
cts,ctsHoldBuffers,0,
sta,worst_pin_slew,768.6,ps
pwr,p_total,734.5,uW
sta,fmax,205.1,MHz
drt,antenna_cells,0,
drt,avgRoutedWirePerCell,11.71,um
sta,hold_viol,0,
sta,timing.final.ws_setup,923.8,ps
drt,first_pass_iters,4,
pwr,ir_drop,0.1495,mV
floorplan,die_h,76.84,um
pwr,p_int,527.9,uW
yosys,postSynthSeqShare,37.18,%
yosys,edf_count,0,
yosys,synthArstFlopShare,0,%
setup_path,crit_required,4640,ps
yosys,synth_flops,52,
pwr,sw_frac_of_total,28.12,%
setup_path,critPathKind,"flop to primary output",
grt,antenna_found_initial,0,
setup_path,cp.arrival,3720,ps
layout,drive_gt1_share,6.377,%
drt,drt_wl_total,4.860,mm
pwr,switchingPower,206.6,uW
grt,grt-busiest-layer,"met1",
grt,grt-ovfl-total,0,
cts,cts_tree,"yes",
layout,area_growth,12.69,%
grt,use_met3,3.144,%
pwr,p_per_area,232.8,nW/um^2
floorplan,ios,22,
pwr,leakagePower,1.087,nW
drt,vias,2143,
cts,cts_sinks,52,
drt,viasPerCell,5.164,
drt,first_iter_violations,50,
yosys,yosysWarnings,15,
drt,drc,0,
yosys,synth_top_flop_cell,"dfxtp_1",
floorplan,core,5238,um^2
grt,grtUsageMet2,28.75,%
flow_run,warning_count,26,
layout,layout_top_cell,"dfxtp_1",
pwr,pwr-share-comb,20.8,%
placed_design,port_buffers,21,
grt,first_global_vias,2109,
setup_path,crit_path_start_kind,"flop",
grt,grt_use_total,18.94,%
floorplan,rows,26,
floorplan,fp_util,53.46,%
grt,grt_use_met1,29.59,%
setup_path,critPathMaxFanout,5,
sta,finalCriticalPeriod,4876,ps
yosys,yosysChipArea,2800,um^2
sta,skew,5.503,ps
drt,ant_nets,0,
status,status,"finished clean",
yosys,synth_cell_type_count,46,
cts,htree_levels,2,
sta,final.period_utilization,84.07,%
yosys,synth_area,2800,um^2
flow_run,cap_violations,0,
sta,drv_slew,0,
placed_design,gp_congestion,0.8749,
setup_path,crit_path_end_kind,"primary output",
cts,post_cts_resized,0,
floorplan,die_w,76.84,um
floorplan,dieArea,5904,um^2
placed_design,dpl.hpwl,3.586,mm
yosys,netlist_instances,326,
pwr,pwr-share-clk,27.7,%
cts,worstSkewPairLatency,300,ps
sta,relSlewSlack,48.76,%
yosys,avgSynthCellArea,8.590,um^2
cts,clk_pin_slew_worst_paths,90,ps
cts,cts_root_buf,"clkbuf_8",
cts,post_cts_buffers,0,
cts,clk_path_buf_depth,2,
grt,grt_first_pass_wirelength,9.011,mm
hold_path,hold_class,"flop to flop",
sta,rsz0062_at_grt,"no",
sta,finalSetupTns,0,ps
yosys,ys_cells,326,
placed_design,dp_slack,1252,ps
sta,setup-violations-final,0,
layout,most-common-layout-cells,"dfxtp_1, nand2_1, nor2_1",
[layer usage]
layer | wire length, um | part of all wire (%)
met2 | 1979 | 41
met4 | 84 | 1.7
met1 | 2642 | 54
met3 | 154 | 3.2
met5 | 0 | 0
[synthesized netlist by cell type (4+ instances only)]
cell       n  area [um^2]
inv_1     21        78.83
xor2_1     8        70.07
xnor2_1   16        140.1
or3_1      4        25.02
o21ai_0    8        40.04
nand3_1    4        20.02
ha_1      18        225.2
dfxtp_1   52         1041
a211oi_1  17        127.6
nor3_1     4        20.02
nor2_1    34        127.6
mux2i_1   16        160.2
a21oi_1   23        115.1
nor2b_1    4        25.02
clkbuf_1  10        37.54
nand2_1   42        157.7
[state kept, by name, indices dropped and copies added, names as in the netlist]
register / flops
RN.do: 16
RNIF.out: 16
CNT.do: 16
CONTROL.cs: 4
[power groups by stage]
stage	registers [mW]	clock network [mW]	logic, mW
finish	0.378	0.203	0.153
global route	0.380	0.225	0.177
CTS	0.379	0.212	0.155
[metrics by stage]
stage / cells / util, % / hold WS [ps] / instance area [um^2]
6_report: 415 / 60.25 / 457.1 / 3156
3_5_place_dp: 407 / 58.55 / 446.1 / 3067
2_1_floorplan: 326 / - / 436.0 / 2800
5_1_grt: 415 / 60.25 / 476.1 / 3156
4_1_cts: 415 / 60.25 / 460.7 / 3156
3_3_place_gp: 407 / 58.55 / 441.5 / 3067
[cell families (layout without fill, tap and decap cells)]
kind of cell / Yosys count / after routing / synth area share, %
AOI/OAI and AO/OA: 59 / 59 / 13.27
and+or+nand+nor: 121 / 121 / 22.21
muxes: 16 / 16 / 5.719
adders and majority gates: 18 / 18 / 8.043
xor gates and xnor gates: 25 / 25 / 8.490
DFF: 52 / 52 / 37.18
buffers and inverters: 35 / 54 / 5.094
[critical path, cell delays in order (launching register included)]
cell and delay (ps):
dfxtp_1 360, or4_4 590, nor4_4 230, nand2_2 120
nor2_1 150, xor2_1 150, ha_1 250, and4_1 240
a31oi_1 150, o21ai_0 100, a211o_1 350, nor4b_2 220
clkdlybuf4s50_1 490
[final timing paths]
| path | start | end | slack (ps) | cells past startpoint |
|---|---|---|---|---|
| hold / removal | RNIF.out[15]$_SDFFE_PP0P_ | RNIF.out[15]$_SDFFE_PP0P_ | 460 | 2 |
| setup / recovery | RN.do[2]$_SDFFE_PP0P_ | out | 920 | 12 |
| setup reg to reg | RN.do[2]$_SDFFE_PP0P_ | CONTROL.cs[0]$_SDFF_PP0_ | 2700 | 11 |
| hold reg to reg | RNIF.out[15]$_SDFFE_PP0P_ | RNIF.out[15]$_SDFFE_PP0P_ | 460 | 2 |
[layout make-up]
| type | instances | area (um^2) |
|---|---|---|
| clock inverter | 2 | 16.27 |
| multi-input combinational | 239 | 1619 |
| clock buffer | 6 | 72.57 |
| timing repair buffer | 25 | 240.2 |
| sequential | 52 | 1041 |
| fill | 492 | 2082 |
| tap | 70 | 87.58 |
| inverter | 21 | 78.83 |
Power is estimated from default activity; no workload was simulated.
